**flow/run.sh**
```bash
#!/bin/bash
# OpenROAD 26Q1-2900-gdf79404cd8, Yosys 0.63+post, stock flow scripts
make -C /OpenROAD-flow-scripts/flow DESIGN_CONFIG=/design/flow/config.mk WORK_HOME=/design/flow/orfs finish
```
**flow/config.mk**
```make
export PLATFORM = sky130hd
export DESIGN_NAME = flex_counter
export DESIGN_NICKNAME = flex_counter
export VERILOG_FILES = /design/flow/design.v
export SDC_FILE = /design/flow/constraint.sdc
export NUM_CORES = 4
export LEC_CHECK = 1
export CORE_AREA = 10 10 70 70
export DIE_AREA = 0 0 80 80
```
**flow/constraint.sdc**
```tcl
current_design flex_counter

set clk_period 3.0
set clk_io_pct 0.2

create_clock -name clk0 -period $clk_period [get_ports {clk}]

set non_clock_inputs [all_inputs -no_clocks]
set_input_delay [expr $clk_period * $clk_io_pct] -clock clk0 $non_clock_inputs
set_output_delay [expr $clk_period * $clk_io_pct] -clock clk0 [all_outputs]
```
**flow/design.v**
```verilog
module flex_counter
#(
	parameter NUM_CNT_BITS = 4
)
(
    input logic clk, n_rst, clear, count_enable,
    input logic [(NUM_CNT_BITS-1):0] rollover_val,
    output logic [(NUM_CNT_BITS-1):0] count_out,
    output logic rollover_flag
);
logic [(NUM_CNT_BITS-1):0] next_count;
logic next_rollover;
always_ff @(posedge clk, negedge n_rst) begin : nextCount
    if(n_rst == 1'b0) begin
        count_out <= 0;
        rollover_flag <= 1'b0;
    end
    else begin
        count_out <= next_count;
        rollover_flag <= next_rollover;
    end
end
always_comb begin : nextCount_logic
    next_count = count_out;
    next_rollover = rollover_flag;
    if(count_enable && !clear) begin
        if(rollover_flag == 1'b0) begin
            next_count = count_out + 1;      
        end
        else begin
            next_count = 1'b1;               
        end
        if(next_count == rollover_val)
            next_rollover = 1'b1;            
        else begin
            next_rollover = 1'b0;            
        end
    end
    else if(clear == 1'b1) begin
        next_count = 0;                      
        next_rollover = 1'b0; 
    end
end
endmodule
```
==> run summary <==
run metrics: starting DRC count in detailed routing 11, maximum number of pins on one net before global-route repair 9, fin. max-slew vios 0, final setup vio count 0, number of inserted filler cells in the final layout between 300 and 400, number of input and output port buffers inserted 12, area used by multi-input combinational logic approximately 190 sq um, global routing met3 resource utilization 0.01818, overall global routing resource usage 0.02462, Hold Vio Cnt, Final 0, antenna violations before repair 0, element type at the critical path end output port, met1 Usage GRT 0.02414, maximum capacitance violations 0, RSZ-0062 raised after global routing no, Post-CTS Hold Buffers 0, maximum fanout count along the critical path 8, CP cell instances clkdlybuf4s50_1, Clk pin slew, worst setup/hold paths about 0.040 ns, most instantiated logic cell after routing sky130_fd_sc_hd__clkdlybuf4s50_1, logic depth of the worst setup path including buffers 1, Worst Max-Slew Pin Slew between 0.2 and 0.25 ns, Avg WL per Cell roughly 8.7 um, Worst setup startpoint rollover_flag$_DFFE_PN0P_, number of cells in the yosys synthesis report 35, time the final worst path needs with I/O delays and setup 1.804 ns, total clock buffers created by CTS 3, routed vias/inst 3.021, register area 125.1 sq um, worst max-slew margin expressed relative to the limit 0.8596, commonest cells after routing, fill and taps aside sky130_fd_sc_hd__clkdlybuf4s50_1 (12), sky130_fd_sc_hd__dfrtp_1 (5), sky130_fd_sc_hd__a21oi_1 (4), sky130_fd_sc_hd__nor2_1 (4), die x size approximately 80 um, worst clock skew between 0.0006 and 0.0007 ns, Vias approximately 300, Synth flops 5, fin util 0.1531, FP Rows 21, Root Buffer sky130_fd_sc_hd__clkbuf_4, floorplan core density 0.09341, worst hold-check path type input pin to asynchronous set/reset pin, global-route wire length before repair around 1.2 mm, achievable clock frequency 0.5543 GHz, global routing's busiest layer met2, chip area ~6400 sq um, Mapped Avg Cell Area approximately 9.1 sq um, count of cells resized by post-cts repair 0, chip area from the yosys synthesis statistics 319.1 sq um, total of warnings raised by yosys 1, clock tree from TritonCTS built, data arrival time of the worst path between 1 and 1.5 ns, largest stage delay on the critical path 0.51 ns, Mapped Cells 35, end of the critical path rollover_flag, Clock Path Buffers 2, combined buffer and inverter count along the critical path 1, antenna diode count 0, Pwr per Cell Area 358.5 nW/um^2, endpoint of the worst register-to-register path rollover_flag$_DFFE_PN0P_, Total Negative Setup Slacks 0 ns, startpoint of the worst register-to-register path count_out[0]$_DFFE_PN0P_, slack of the worst reg-to-reg path approximately 1.4 ns, number of setup buffers added after CTS 0, core region area roughly 3400 sq um, worst reg-to-reg path cell count 5, top-level I/O count 13, vias in the first global route approximately 300, cell at the slowest stage of the critical path sky130_fd_sc_hd__clkdlybuf4s50_1, clock latency on the worst-skew pair 0.24 ns, worst path required time approximately 2.4 ns, Residual DRC 0, Setup crit start kind flop, Worst Path Class, Setup flop to output port, reported leakage power roughly 0.2 nW, routability-driven placement congestion ratio ~0.89, Congestion Overflow GR 0, maximum resistive drop on vdd 52.20 uV, delay-heaviest family, CP buffers and inverters, area grow syn2layout 63.92%, share of post-route cells with drive strength above 1 0.1176, Die Height 80 um, H-Tree Depth 1, 1st-pass router iterations 4, Final HPWL DP roughly 720 um, final period utilization 0.6014, sequential cell area fraction in the yosys report 0.3922, total length of routed wires 848 um, tally of nets with antenna violations remaining after routing 0, total clock sinks 5, run status finished clean, met2 GRT Util 0.04013, netlist area before placement around 320 sq um, Log Warnings 25, distinct lib cells 20
synthesized netlist by cell type, drive strengths merged:
master  count  area [sq um]
dfrtp       5         125.1
o21ai       1         5.000
nand2b      2         12.51
nand2       2         7.510
and2b       1         8.760
or2b        1         8.760
ha          1         12.51
xnor2       3         26.28
nor2        4         15.01
nand3       1         5.000
or2         1         6.260
a32o        1         10.01
mux2i       1         10.01
xor2        1         8.760
nor4        1         6.260
a211oi      1         7.510
inv         1         3.750
a21oi       4         20.02
nand3b      1         7.510
nor2b       2         12.51
logic make-up (layout without fill, tap and decap cells):
| kind of cell | after synthesis | count (layout) | share of synthesized area |
|---|---|---|---|
| compound gates | 7 | 7 | 0.1333 |
| xor+xnor | 4 | 4 | 0.1098 |
| fa+ha+maj | 1 | 1 | 0.03921 |
| buf+inv | 1 | 17 | 0.01175 |
| flops | 5 | 5 | 0.3922 |
| mux | 1 | 1 | 0.03137 |
| simple gates | 16 | 16 | 0.2824 |
metal layers:
metal / part of all wire / vias to the layer above
li1: - / 153
met1: 0.42 / 131
met2: 0.46 / 7
met3: 0.11 / 2
met4: 0.011 / 0
met5: 0 / -
worst register-to-register path, cell delays in order (launching register included):
cell	delay [ns]
sky130_fd_sc_hd__dfrtp_1	0.42
sky130_fd_sc_hd__ha_1	0.29
sky130_fd_sc_hd__or2b_2	0.30
sky130_fd_sc_hd__xnor2_1	0.14
sky130_fd_sc_hd__nor4_1	0.22
sky130_fd_sc_hd__a32o_1	0.20
state kept, by name, indices dropped and copies added (netlist names):
register and cells:
count_out 4, rollover_flag 1
report_power, final:
group          total, mW  internal [mW]  switching (mW)
combinational     0.0384         0.0243          0.0141
clock             0.0744         0.0501          0.0243
sequential        0.0747         0.0707         0.00399
total              0.188          0.145          0.0425
layout make-up:
| cell class | instances | area share |
|---|---|---|
| flip-flops and latches | 5 | 0.2392 |
| clock buffers | 4 | 0.05024 |
| repair buffers | 12 | 0.2297 |
| inverters | 1 | 0.007177 |
| multi-input cells | 29 | 0.3636 |
| well taps | 46 | 0.1100 |
stage by stage:
stage	area, sq um	hold slack (ns)	power (mW)	cells	worst slack (ns)
floorplan	319.1	0.3044	0.09213	35	1.490
global placement	496.7	0.5942	0.1146	93	1.212
detailed placement	496.7	0.5856	0.1144	93	1.180
CTS	523.0	0.5743	0.1938	97	1.180
global route	523.0	0.5903	0.2002	97	1.124
finish	523.0	0.5786	0.1875	97	1.196
how the worst min path moves through the flow:
stage,startpoint,to,cells after the start
final,n_rst,count_out[3]$_DFFE_PN0P_,1
after global routing,n_rst,count_out[0]$_DFFE_PN0P_,1
after CTS,n_rst,count_out[0]$_DFFE_PN0P_,1
Power is estimated from default activity; no workload was simulated.
